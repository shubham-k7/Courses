===== /design/flow/design.v =====
`timescale 1ns / 1ps
module bit16fa(
    input [15:0]a,b, 
	 input cin,
    output Cout,
    output [15:0]s
   );
wire [14:0]c;
FADDER f1(.A(a[0]),.B(b[0]),.Cin(cin),.sum(s[0]),.cout(c[0]));
genvar i;
generate 
for(i=1;i<15;i=i+1)
begin : m
FADDER f(.A(a[i]),.B(b[i]),.Cin(c[i-1]),.sum(s[i]),.cout(c[i]));
end 
endgenerate
FADDER f2(.A(a[15]),.B(b[15]),.Cin(c[14]),.sum(s[15]),.cout(Cout));
endmodule
`timescale 1ns / 1ps
module FADDER(
    input A,B,Cin,
    output sum , cout
    );
	assign sum=A^B^Cin;
	assign cout= (A&B)|(B&Cin)|(Cin&A);
endmodule
`timescale 1ns / 1ps
module bits16add(
    input [3:0] a,b,
    input cin,
    output [3:0] sum,
    output cout
    );
	 wire [2:0]c;
FADDER FA1(.A(a[0]),.B(b[0]),.Cin(cin),.sum(sum[0]),.cout(c[0]));
FADDER FA2(.A(a[1]),.B(b[1]),.Cin(c[0]),.sum(sum[1]),.cout(c[1]));
FADDER FA3(.A(a[2]),.B(b[2]),.Cin(c[1]),.sum(sum[2]),.cout(c[2]));
FADDER FA4(.A(a[3]),.B(b[3]),.Cin(c[2]),.sum(sum[3]),.cout(cout));
endmodule
`timescale 1ns / 1ps
module accumulator(
    input [3:0] a,
    input clk,
    input reset,
	 output c,
    output [15:0]sum
    );
wire [15:0]s1;
wire [15:0] ain;
reg [15:0]sum1;
assign ain[15:0]={12'b000000000000,a};
bit16fa fq(.a(ain), .b(sum1), .cin(0), .Cout(c), .s(s1));
always @(posedge clk)
begin
if(reset)
 sum1<=0;
 else 
 sum1<=s1;
 end
assign sum=sum1;
endmodule
`timescale 1ns / 1ps
module hammdist(
    input [3:0] a,b,
	 input clock, rst,
    output [15:0] out
    );
	 wire [3:0]sout;
	 wire q;
	 wire c1;
bits16add f0(.a(a), .b(-b) ,.cin(0) , .sum(sout), .cout(q));
wire [3:0]sabs;
assign sabs = (q) ? sout : -sout;
accumulator qwerty(.a(sabs),.clk(clock),.reset(rst),.c(c1),.sum(out));
endmodule

===== /design/flow/run.sh =====
#!/bin/bash
# OpenROAD 26Q1-2900-gdf79404cd8, Yosys 0.63+post, stock flow scripts
make -C /OpenROAD-flow-scripts/flow DESIGN_CONFIG=/design/flow/config.mk WORK_HOME=/design/flow/orfs finish

===== /design/flow/config.mk =====
export PLATFORM = sky130hd
export DESIGN_NAME = hammdist
export DESIGN_NICKNAME = hammdist
export VERILOG_FILES = /design/flow/design.v
export SDC_FILE = /design/flow/constraint.sdc
export NUM_CORES = 4
export LEC_CHECK = 1
export CORE_AREA = 10 10 84 84
export DIE_AREA = 0 0 94 94

===== /design/flow/constraint.sdc =====
current_design hammdist

set clk_period 7.9
set clk_io_pct 0.2

create_clock -name clk0 -period $clk_period [get_ports {clock}]

set non_clock_inputs [all_inputs -no_clocks]
set_input_delay [expr $clk_period * $clk_io_pct] -clock clk0 $non_clock_inputs
set_output_delay [expr $clk_period * $clk_io_pct] -clock clk0 [all_outputs]

==> notes.md <==
Numbers from the implementation run.

The flow ran to the end, and the final reports show no timing, DRC or antenna violations. The total number of vias is 543. STA classifies the critical path startpoint as an input port. The core region is 5200 sq um.

Setup repair after global routing left no endpoint under its margin. The total leakage power is 0.555 nW. The cell count in the Yosys report is 89. TritonRoute reported its final design rule violation total as 0. For the worst-skew pair, the clock arrives at the later sink with an insertion delay of between 0.2 and 0.25 ns. In the log, the iteration count for the first detailed-route pass is 2. Per STA, the library cell used most along the worst path is sky130_fd_sc_hd__ha_1. The count of antenna-violating nets left after detailed routing is 0. TritonCTS built the clock tree. The required time reported for the critical path endpoint is 8.01 ns. The floorplan step records an initial core utilization of 0.184. The overall fraction of global-route tracks in use is 0.0352.

After technology mapping, the gate count stands at 89. The number of max-slew violations in the final report is 0. The cell family contributing the most delay on the critical path is adder cells.

The post-CTS resize count is 0. The count of endpoints failing hold in the final timing report is 0. During placement, the flow inserted port buffers numbering 25.

The accumulated negative setup slack is 0 ns. Per the cell usage report, the commonest logic cells after layout are sky130_fd_sc_hd__clkdlybuf4s50_1 (25), sky130_fd_sc_hd__dfxtp_1 (16), sky130_fd_sc_hd__ha_1 (15). At the worst endpoint, the arrival time is 6.98 ns. In the final layout, the registers with the most flip-flops are qwerty.sum1 (16). The share of the yosys chip area belonging to registers is 0.334. The pin count of the biggest net entering global routing is 17. The setup slack at placement is 0.720 ns. The fraction of post-synthesis cell area in the top cell type by area is 0.334.

The pin closest to its max-slew limit shows a slew of around 0.59 ns. Among all stages on the critical path, the maximum delay recorded is about 0.5 ns. The report puts the hold buffer count at CTS at 0. The post-placement cell count is 167. The report lists the power per cell area as 200 nW/um^2. The cell depth of the worst setup path is 26. The first-pass GRT wire length is 2.53 mm.

Antenna repair during routing inserted a diode count of 0. The count of non-filler cells in the finished layout is 171. The register clock-pin slew on the reported worst setup and hold paths is 0.06 ns. Counting only logic cells after layout, the most numerous master is sky130_fd_sc_hd__clkdlybuf4s50_1. The fmax is roughly 0.15 GHz. TritonRoute output was used to compute an average wire per cell of a little under 9 um. The yosys warning tally is 3. From bottom edge to top edge, the die measures 94 um. The initial antenna violation count is 0.

The violation count after the first detailed-route iteration is 10. The average size of a mapped cell is ~11 sq um. The worst setup path is of the input port to flip-flop kind.

The number of top-level pins is 26. The number of buffers created by CTS is 3. Row generation in the floorplan step produced 26 rows. The maximum count of clock buffers along a single path is 2. The register with the most flip-flops in the layout has 16 of them.

The worst relative slew slack is 0.607. The final critical-path required period is about 6.9 ns. The die covers 8840 sq um. The stage logs contain a warning count of 25. The report counts max-capacitance violations totalling 0. The congestion estimate from routability-driven global placement came to 0.712.

The number of H-tree branching levels is 1. The worst path setup slack after routing is 1.03 ns. Along the worst path, the maximum fanout reaches 4.

The root buffer cell is sky130_fd_sc_hd__clkbuf_8. By area the synthesized netlist is led by sky130_fd_sc_hd__dfxtp_1 (33%), sky130_fd_sc_hd__ha_1 (20%), sky130_fd_sc_hd__fa_1 (13%). The yosys synthesis chip area is 958 sq um. The leftover overflow at the end of global routing is 0. The wire-length estimate of the detail-placed layout is between 1 and 1.5 mm. The overall die width is 94 um. STA classifies the critical path endpoint as a flip-flop. Hold analysis shows the worst path with a depth of 2. The path class of the tightest hold or removal check is flip-flop to flip-flop. The post-CTS setup-driven buffer insertion count is 0. Once placement finished, the instance area stood at between 1000 and 1500 sq um. With fillers left out, the area of the finished cells amounts to approximately 1200 sq um. The number of cell instances on the worst register-to-register path is 19. On the final layout, the worst clock skew is approximately 0.0028 ns. The relative area change from synthesis to final layout is 27.9%.

The worst supply voltage drop on vdd is 0.102 mV. sky130_fd_sc_hd__dfxtp_1 takes more of the synthesized area than any other cell. The worst register-to-register path has a setup slack of 4.04 ns. Per the finish-stage timing summary, setup violations number 0.

After synthesis the netlist holds a flip-flop and latch count of 16. The timing report shows that the slowest cell on the worst path is sky130_fd_sc_hd__clkdlybuf4s50_1. The sink count of the clock tree is 16. The final timing summary puts the cycle share of the worst path at 0.869. The number of distinct library cell variants in the gate-level netlist after synthesis is 15. Counting both buffers and inverters, the worst setup path holds a total of 5.

Per the final layout report, the fraction of cells sized above drive strength 1 comes to 0.0495. The filler cell count is approximately 580. The via count of the first global-routing pass came to 550. The largest register by flop count is qwerty.sum1. Wires add up to 1.53 mm.

The cell area that synthesis handed to floorplanning was 958 sq um. The via count normalized by instance count is 3.18.
==> cells in the mapped netlist, drive strengths merged <==
cell,count
buf,17
dfxtp,16
ha,15
nor2b,14
inv,9
fa,6
xnor2,4
nor2,2
nand2,1
nand2b,1
nor3,1
o21ai,1
o31ai,1
xor2,1
==> layout make-up <==
cell class / instances / area (sq um) / share of cell area
timing repair buffer: 25 / 250 / 0.204
inverter: 9 / 33.8 / 0.0276
multi-input combinational: 47 / 479 / 0.391
tap: 70 / 87.6 / 0.0714
sequential: 16 / 320 / 0.261
clock buffer: 4 / 55.1 / 0.0449
==> where the power goes <==
| group | internal, mW | switching [mW] | total (mW) |
|---|---|---|---|
| Clock | 0.0441 | 0.0260 | 0.0701 |
| Sequential | 0.0919 | 0.00736 | 0.0993 |
| Combinational | 0.0469 | 0.0288 | 0.0757 |
==> cell families after synthesis <==
family          share of synthesized area
xor+xnor                           0.0457
fa+ha+maj                           0.321
compound gates                     0.0183
simple gates                        0.115
flops                               0.334
buf+inv                             0.166
==> path summary, 6_finish.rpt <==
check	end	start
worst max-delay path	qwerty.sum1[15]$_SDFF_PP0_	b[0]
worst min-delay path	qwerty.sum1[15]$_SDFF_PP0_	qwerty.sum1[15]$_SDFF_PP0_
worst max register to register	qwerty.sum1[15]$_SDFF_PP0_	qwerty.sum1[0]$_SDFF_PP0_
worst min register to register	qwerty.sum1[15]$_SDFF_PP0_	qwerty.sum1[15]$_SDFF_PP0_
==> worst min-delay path, cell delays in order, from the launching register on <==
cell                      delay [ns]
sky130_fd_sc_hd__dfxtp_1        0.34
sky130_fd_sc_hd__xnor2_1        0.07
sky130_fd_sc_hd__nor2_1         0.07
==> through the flow <==
step,hold WS [ns],power (mW),util
floorplan,0.477,0.156,-
global placement,0.491,0.178,0.225
detailed placement,0.504,0.180,0.225
CTS,0.522,0.252,0.236
global route,0.589,0.272,0.236
finish,0.514,0.245,0.236
==> metal layers <==
layer | GRT usage | routed length, um | up-vias
met3 | 0.0194 | 196 | 2
met4 | 0.00253 | 7 | 0
met5 | 0 | 0 | -
met1 | 0.0471 | 748 | 236
li1 | - | - | 284
met2 | 0.0507 | 574 | 21
Power figures rest on the tool's default switching activity, not on a simulated workload.
